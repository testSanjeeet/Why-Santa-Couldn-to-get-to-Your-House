### config.mk
export PLATFORM = sky130hd
export DESIGN_NAME = vga_controller
export DESIGN_NICKNAME = vga_controller
export VERILOG_FILES = /design/flow/design.v
export SDC_FILE = /design/flow/constraint.sdc
export NUM_CORES = 4
export LEC_CHECK = 1
export CORE_AREA = 10 10 103 103
export DIE_AREA = 0 0 113 113
### constraint.sdc
current_design vga_controller

set clk_period 4.1
set clk_io_pct 0.2

create_clock -name clk0 -period $clk_period [get_ports {vga_clock}]

set non_clock_inputs [all_inputs -no_clocks]
set_input_delay [expr $clk_period * $clk_io_pct] -clock clk0 $non_clock_inputs
set_output_delay [expr $clk_period * $clk_io_pct] -clock clk0 [all_outputs]
### design.v
module vga_address_translator(x, y, mem_address);
	parameter RESOLUTION = "320x240";
	input [((RESOLUTION == "320x240") ? (8) : (7)):0] x; 
	input [((RESOLUTION == "320x240") ? (7) : (6)):0] y;	
	output reg [((RESOLUTION == "320x240") ? (16) : (14)):0] mem_address;
	wire [16:0] res_320x240 = ({1'b0, y, 8'd0} + {1'b0, y, 6'd0} + {1'b0, x});
	wire [15:0] res_160x120 = ({1'b0, y, 7'd0} + {1'b0, y, 5'd0} + {1'b0, x});
	always @(*)
	begin
		if (RESOLUTION == "320x240")
			mem_address = res_320x240;
		else
			mem_address = res_160x120[14:0];
	end
endmodule
module vga_controller(	vga_clock, resetn, pixel_colour, memory_address, 
		VGA_R, VGA_G, VGA_B,
		VGA_HS, VGA_VS, VGA_BLANK_N,
		VGA_SYNC_N, VGA_CLK);
	parameter BITS_PER_COLOUR_CHANNEL = 1;
	parameter MONOCHROME = "FALSE";
	parameter RESOLUTION = "320x240";
	parameter C_VERT_NUM_PIXELS  = 10'd480;
	parameter C_VERT_SYNC_START  = 10'd493;
	parameter C_VERT_SYNC_END    = 10'd494;  
	parameter C_VERT_TOTAL_COUNT = 10'd525;
	parameter C_HORZ_NUM_PIXELS  = 10'd640;
	parameter C_HORZ_SYNC_START  = 10'd659;
	parameter C_HORZ_SYNC_END    = 10'd754;  
	parameter C_HORZ_TOTAL_COUNT = 10'd800;	
	input vga_clock, resetn;
	input [((MONOCHROME == "TRUE") ? (0) : (BITS_PER_COLOUR_CHANNEL*3-1)):0] pixel_colour;
	output [((RESOLUTION == "320x240") ? (16) : (14)):0] memory_address;
	output reg [9:0] VGA_R;
	output reg [9:0] VGA_G;
	output reg [9:0] VGA_B;
	output reg VGA_HS;
	output reg VGA_VS;
	output reg VGA_BLANK_N;
	output VGA_SYNC_N, VGA_CLK;
	reg VGA_HS1;
	reg VGA_VS1;
	reg VGA_BLANK1; 
	reg [9:0] xCounter, yCounter;
	wire xCounter_clear;
	wire yCounter_clear;
	wire vcc;
	reg [((RESOLUTION == "320x240") ? (8) : (7)):0] x; 
	reg [((RESOLUTION == "320x240") ? (7) : (6)):0] y;	
	assign vcc =1'b1;
	always @(posedge vga_clock or negedge resetn)
	begin
		if (!resetn)
			xCounter <= 10'd0;
		else if (xCounter_clear)
			xCounter <= 10'd0;
		else
		begin
			xCounter <= xCounter + 1'b1;
		end
	end
	assign xCounter_clear = (xCounter == (C_HORZ_TOTAL_COUNT-1));
	always @(posedge vga_clock or negedge resetn)
	begin
		if (!resetn)
			yCounter <= 10'd0;
		else if (xCounter_clear && yCounter_clear)
			yCounter <= 10'd0;
		else if (xCounter_clear)		 
			yCounter <= yCounter + 1'b1;
	end
	assign yCounter_clear = (yCounter == (C_VERT_TOTAL_COUNT-1)); 
	always @(*)
	begin
		if (RESOLUTION == "320x240")
		begin
			x = xCounter[9:1];
			y = yCounter[8:1];
		end
		else
		begin
			x = xCounter[9:2];
			y = yCounter[8:2];
		end
	end
	vga_address_translator controller_translator(
					.x(x), .y(y), .mem_address(memory_address) );
		defparam controller_translator.RESOLUTION = RESOLUTION;
	always @(posedge vga_clock)
	begin
		VGA_HS1 <= ~((xCounter >= C_HORZ_SYNC_START) && (xCounter <= C_HORZ_SYNC_END));
		VGA_VS1 <= ~((yCounter >= C_VERT_SYNC_START) && (yCounter <= C_VERT_SYNC_END));
		VGA_BLANK1 <= ((xCounter < C_HORZ_NUM_PIXELS) && (yCounter < C_VERT_NUM_PIXELS));	
		VGA_HS <= VGA_HS1;
		VGA_VS <= VGA_VS1;
		VGA_BLANK_N <= VGA_BLANK1;	
	end
	assign VGA_SYNC = vcc;
	assign VGA_CLK = vga_clock;
	integer index;
	integer sub_index;
	always @(pixel_colour)
	begin		
		VGA_R <= 'b0;
		VGA_G <= 'b0;
		VGA_B <= 'b0;
		if (MONOCHROME == "FALSE")
		begin
			for (index = 10-BITS_PER_COLOUR_CHANNEL; index >= 0; index = index - BITS_PER_COLOUR_CHANNEL)
			begin
				for (sub_index = BITS_PER_COLOUR_CHANNEL - 1; sub_index >= 0; sub_index = sub_index - 1)
				begin
					VGA_R[sub_index+index] <= pixel_colour[sub_index + BITS_PER_COLOUR_CHANNEL*2];
					VGA_G[sub_index+index] <= pixel_colour[sub_index + BITS_PER_COLOUR_CHANNEL];
					VGA_B[sub_index+index] <= pixel_colour[sub_index];
				end
			end	
		end
		else
		begin
			for (index = 0; index < 10; index = index + 1)
			begin
				VGA_R[index] <= pixel_colour[0:0];
				VGA_G[index] <= pixel_colour[0:0];
				VGA_B[index] <= pixel_colour[0:0];
			end	
		end
	end
endmodule
### run.sh
#!/bin/bash
# OpenROAD 26Q1-2900-gdf79404cd8, Yosys 0.63+post, stock flow scripts
make -C /OpenROAD-flow-scripts/flow DESIGN_CONFIG=/design/flow/config.mk WORK_HOME=/design/flow/orfs finish
==> flow_results.xml <==
<?xml version="1.0" encoding="UTF-8"?>
<metrics>
  <group name="outcome">
    <metric name="outcome" unit="">finished clean</metric>
  </group>
  <group name="pwr">
    <metric name="power.sequential.fraction" unit="%">45.6</metric>
    <metric name="intPower" unit="uW">465.2</metric>
    <metric name="switching_share" unit="%">16.91</metric>
    <metric name="power.share.clock" unit="%">53.4</metric>
    <metric name="p_leak" unit="nW">0.9975</metric>
    <metric name="total_switching_power" unit="uW">94.68</metric>
    <metric name="total_design_power" unit="uW">559.8</metric>
    <metric name="power_per_cell_area" unit="mW/mm^2">254.5</metric>
    <metric name="gate_power_share" unit="%">1.0</metric>
    <metric name="irDropWorstVdd" unit="V">0.0001764</metric>
  </group>
  <group name="logic_synthesis">
    <metric name="ys_cells" unit="">210</metric>
    <metric name="mux_area_share" unit="%">1.071</metric>
    <metric name="synth.yosys.seq_area_share" unit="%">31.23</metric>
    <metric name="syn_avg_cell_area" unit="um^2">9.461</metric>
    <metric name="synthesis.instances" unit="">210</metric>
    <metric name="post_synth_instance_area" unit="mm^2">0.001987</metric>
    <metric name="flop_cell" unit="">dfrtp_1</metric>
    <metric name="ys_seq_elements" unit="">26</metric>
    <metric name="edf_count" unit="">0</metric>
    <metric name="yosys_area" unit="mm^2">0.001987</metric>
    <metric name="aoi_share" unit="%">11.96</metric>
    <metric name="synthTopLogicFamily" unit="">buffers and inverters</metric>
    <metric name="synth_adder_area_share" unit="%">15.87</metric>
    <metric name="post_synth_and_or_nand_nor_area_fraction" unit="%">15.24</metric>
    <metric name="fraction_of_registers_with_async_set_reset" unit="%">76.92</metric>
    <metric name="yosys_warnings" unit="">4</metric>
    <metric name="yosys.area_share.xor_xnor" unit="%">6.612</metric>
    <metric name="synthDistinctLibCells" unit="">40</metric>
  </group>
  <group name="sta">
    <metric name="worst_clock_skew" unit="ns">0.007225</metric>
    <metric name="final.setup.tns" unit="ns">0</metric>
    <metric name="timing_max_transition_violations_final" unit="">0</metric>
    <metric name="hold_ws" unit="ns">0.3254</metric>
    <metric name="grt_setup_unrepaired" unit="">false</metric>
    <metric name="timing.final.crit_period" unit="ns">3.887</metric>
    <metric name="fin_crit_sh" unit="%">94.81</metric>
    <metric name="timing.final.setup_violations" unit="">0</metric>
    <metric name="timing.final.ws_setup" unit="ns">0.2129</metric>
    <metric name="hold_viol" unit="">0</metric>
    <metric name="max_freq" unit="MHz">257.3</metric>
  </group>
  <group name="final_layout">
    <metric name="final_cell_area" unit="mm^2">0.002200</metric>
    <metric name="post_route_cells_drive_above_1_share" unit="%">8.911</metric>
    <metric name="synthToLayoutAreaGrowth" unit="%">10.71</metric>
    <metric name="layout_top_cells_excl_fill_tap" unit="">ha_1 (22), clkdlybuf4s50_1 (22), dfrtp_1 (20)</metric>
    <metric name="instances_no_fill" unit="">307</metric>
    <metric name="num-fill-cells" unit="">848</metric>
    <metric name="finish.utilization" unit="%">26.50</metric>
  </group>
  <group name="floorplanning">
    <metric name="die.size.y" unit="um">113</metric>
    <metric name="rows" unit="">33</metric>
    <metric name="die_x" unit="um">113</metric>
    <metric name="fp_util" unit="%">23.94</metric>
    <metric name="core_ar" unit="mm^2">0.008299</metric>
    <metric name="chipArea" unit="mm^2">0.01277</metric>
    <metric name="top_level_ports" unit="">57</metric>
  </group>
  <group name="critical_path">
    <metric name="crit_path_max_delay_family" unit="">adder cells</metric>
    <metric name="path_cells" unit="">inv_1 -&gt; fa_1 -&gt; inv_1 -&gt; fa_2 -&gt; a211oi_4 -&gt; nor2_2 -&gt; o31ai_2 -&gt; xnor2_1 -&gt; clkdlybuf4s50_1</metric>
    <metric name="worstPathRequired" unit="ns">3.28</metric>
    <metric name="critical_path_buf_inv_count" unit="">3</metric>
    <metric name="element_type_at_the_critical_path_end" unit="">output port</metric>
    <metric name="path_class" unit="">reg -&gt; out</metric>
    <metric name="crit_start" unit="">yCounter[1]$_DFFE_PN0P_</metric>
    <metric name="timing.critical_path.arrival" unit="ns">3.07</metric>
    <metric name="critical_path.max_fanout" unit="">5</metric>
    <metric name="cpMostUsedCell" unit="">inv_1</metric>
    <metric name="worstSetupStartpointType" unit="">flop</metric>
    <metric name="crit-reg2reg-launch" unit="">xCounter[1]$_DFF_PN0_</metric>
    <metric name="critical_path.max_stage_delay" unit="ns">0.55</metric>
    <metric name="slowest_stage" unit="">fa_1</metric>
  </group>
  <group name="global_route">
    <metric name="grt_max_degree" unit="">21</metric>
    <metric name="global_route.overflow_total" unit="">0</metric>
    <metric name="grtUsageTotal" unit="%">5.702</metric>
    <metric name="grt_first_pass_wirelength" unit="mm">6.279</metric>
    <metric name="initial_antenna_violation_count" unit="">0</metric>
    <metric name="first_global_vias" unit="">1263</metric>
  </group>
  <group name="place">
    <metric name="placedCellCount" unit="">299</metric>
    <metric name="pre_cts_slack" unit="ns">0.3640</metric>
    <metric name="hpwlAfterDp" unit="mm">2.749</metric>
    <metric name="placement.cell_area" unit="mm^2">0.002052</metric>
    <metric name="globalplace.congestion" unit="">0.7958</metric>
    <metric name="placement.io_buffers" unit="">22</metric>
  </group>
  <group name="worst_hold_path">
    <metric name="hold_path_startpoint" unit="">VGA_HS1$_DFF_P_</metric>
    <metric name="worstHoldPathType" unit="">reg -&gt; reg</metric>
  </group>
  <group name="cts">
    <metric name="worst_skew_pair.late_latency" unit="ns">0.37</metric>
    <metric name="cts_tree" unit="">yes</metric>
    <metric name="number_of_hold_buffers_added_after_cts" unit="">0</metric>
    <metric name="cts.reportedPaths.clkPinSlew" unit="ns">0.09</metric>
  </group>
  <group name="drt">
    <metric name="drc" unit="">0</metric>
    <metric name="ant_nets" unit="">0</metric>
    <metric name="drt_pre_antenna_iters" unit="">4</metric>
    <metric name="routed_wire_length" unit="mm">3.651</metric>
    <metric name="drt_first_iter_violations" unit="">62</metric>
    <metric name="wl_per_cell" unit="um">11.89</metric>
    <metric name="diodes" unit="">0</metric>
    <metric name="routed-via-count" unit="">1323</metric>
    <metric name="detail_route.vias_per_cell" unit="">4.309</metric>
  </group>
  <group name="flow_run">
    <metric name="log.warning_count" unit="">31</metric>
    <metric name="max_cap_viol_count" unit="">0</metric>
  </group>
</metrics>
[layout make-up]
type | count | area (um^2) | share of cell area (%)
multi-input cells | 131 | 1040 | 47.27
flip-flops and latches | 26 | 620.6 | 28.21
repair buffers | 25 | 240.2 | 10.92
well taps | 105 | 131.4 | 5.973
clock buffers | 7 | 92.59 | 4.209
inverters | 12 | 45.04 | 2.048
clock inverters | 1 | 30.03 | 1.365
[path summary, 6_finish.rpt]
check	end	slack, ns	cells past startpoint
min in group asynchronous	yCounter[0]$_DFFE_PN0P_	0.79	2
hold / removal	VGA_HS$_DFF_P_	0.33	0
max in group asynchronous	xCounter[9]$_DFF_PN0_	3.10	2
setup / recovery	memory_address[15]	0.21	9
setup reg to reg	yCounter[4]$_DFFE_PN0P_	1.85	6
hold reg to reg	VGA_HS$_DFF_P_	0.33	0
[power by group through the flow]
stage | Sequential (mW) | Combinational [mW] | Clock [mW]
after global routing | 0.255 | 0.00666 | 0.326
final | 0.255 | 0.00549 | 0.299
after CTS | 0.255 | 0.00598 | 0.314
[registers in the layout, indices dropped and copies added, names as in the netlist]
name / flops
VGA_VS: 1
yCounter: 10
VGA_HS1: 1
VGA_VS1: 1
VGA_BLANK_N: 1
VGA_BLANK1: 1
VGA_HS: 1
xCounter: 10
[synthesized netlist by cell type, types with 3 or more instances]
cell type / n / share of area, %
a211oi_1: 5 / 1.9
a21oi_1: 7 / 1.8
and3_1: 5 / 1.6
buf_4: 39 / 15
dfrtp_1: 20 / 25
dfxtp_1: 6 / 6.0
ha_1: 22 / 14
inv_1: 12 / 2.3
nand2_1: 5 / 0.94
nand3_1: 10 / 2.5
nand4_1: 8 / 2.5
nor2_1: 11 / 2.1
o21ai_0: 10 / 2.5
o21bai_1: 3 / 1.1
o31ai_1: 3 / 1.1
xnor2_1: 10 / 4.4
xor2_1: 5 / 2.2
[routing by layer]
metal	routed length [um]	track usage [%]	share of wire, %	vias to the layer above
met1	1657	7.448	45	616
met4	66	1.692	1.8	0
met2	1642	8.794	45	17
met3	285	1.870	7.8	8
met5	0	0	0	-
li1	-	-	-	682
[worst reg2reg max path: cells and delay by family, from the launching register on]
kind	cells	cell delay, ns
multiplexers	1	0.32
adder cells (fa/ha/maj)	1	0.29
flip-flops	1	0.46
AND/OR/NAND/NOR	3	0.80
buffers and inverters	1	0.27
[timing repair]
action,4_1_cts,5_1_grt
endpoints found under the hold margin,0,0
resized,1,5
setup buffers,0,1
cloned,0,0
setup endpoints to repair,1,5
pin swaps,0,2
[cells by family after synthesis]
group | Yosys count
AND-OR/OR-AND | 37
XOR/XNOR | 15
adder cells (fa/ha/maj) | 24
buffers and inverters | 53
flip-flops | 26
multiplexers | 2
other | 1
AND/OR/NAND/NOR | 52
Power figures rest on the tool's default switching activity, not on a simulated workload.
